==> /design/flow/design.v <==
module UART_Transmitter (int_clk, trigger, trigger_ID, in_data1, in_data2, dout);
	input int_clk;
	input [7:0] in_data1;
	input [7:0] in_data2;
	input trigger, trigger_ID;
	output dout;
	wire [3:0] bit_ID;
	wire run;
	reg state;
	reg [7:0] data = 8'b0000_0000;
	initial begin
		state <= 0;
	end
	tx_clock module1 (int_clk, run, tx_clk);
	bit_counter module2 (tx_clk, bit_ID, enable);
	transmitter module3 (data, bit_ID, dout);
	always @(posedge trigger or negedge enable) begin		
		if (trigger == 1) begin
			if (trigger_ID) begin
				data [7:0] <=  in_data2 [7:0];
			end else begin
				data [7:0] <=  in_data1 [7:0];
			end
			state = 1;
		end else begin
			state = 0;
		end
	end
	assign run = state;
endmodule
module transmitter (data, bit_ID, dout);
	input [7:0] data;
	input [3:0] bit_ID;
	output dout;
	wire [9:0] data_tx;
	assign data_tx[0] = 1;  
	assign data_tx[1] = 0;  
	assign data_tx[9:2] = data[7:0];
	assign dout = data_tx[bit_ID];
endmodule
module bit_counter (tx_clk, bit_ID, enable);
	input tx_clk;
	output reg [3:0] bit_ID;
	output reg enable;
	initial begin
		bit_ID = 4'b0000;
	end
	always @(posedge tx_clk) begin
		if (bit_ID == 4'b1001) begin
			bit_ID = 4'b0000;
			enable = 0;
		end else begin
			bit_ID = bit_ID + 4'b0001;
			enable = 1;
		end
	end
endmodule
module tx_clock (int_clk, run, tx_clk);
	input int_clk, run;
	output reg tx_clk;
	reg [25:0] counter;
	reg [25:0] tx_speed = 26'b00_0000_0000_0000_1010_0010_1100;  
	initial begin
		counter <= 26'b00_0000_0000_0000_0000_0000_0000;
	end
	always @(posedge int_clk) begin
		if (run) begin
			counter <= counter + 26'b00_000_0000_0000_0000_0000_0001;
			if (counter == tx_speed) begin
				counter <= 26'b00_0000_0000_0000_0000_0000_0000;
				tx_clk <= ~tx_clk;
			end
		end else begin
			counter <= tx_speed;
			tx_clk <= 0;
		end
	end
endmodule
module timed_trigger(int_clk, trigger, trigger_ID);
	input int_clk;
	output reg trigger, trigger_ID;
	reg [26:0] counter;
	reg [26:0] data1byte1 = 26'b1_0111_1101_0111_1000_0100_0000;  
	reg [26:0] data1byte2 = 27'b101_1111_0101_1110_0001_0000_0000;  
	initial begin
		counter <= 27'b000_0000_0000_0000_0000_0000_0000;
	end
	always @(posedge int_clk) begin
		counter <= counter + 27'b000_000_0000_0000_0000_0000_0001;
		trigger = ((counter == data1byte1) || (counter == data1byte2));
		if (counter == data1byte2) begin
			counter <= 27'b000_0000_0000_0000_0000_0000_0000;
			trigger_ID = 1;
		end else if (counter == data1byte1) begin
			trigger_ID = 0;
		end
	end
endmodule
==> /design/flow/run.sh <==
#!/bin/bash
# OpenROAD 26Q1-2900-gdf79404cd8, Yosys 0.63+post, stock flow scripts
make -C /OpenROAD-flow-scripts/flow DESIGN_CONFIG=/design/flow/config.mk WORK_HOME=/design/flow/orfs finish
==> /design/flow/config.mk <==
export PLATFORM = sky130hd
export DESIGN_NAME = timed_trigger
export DESIGN_NICKNAME = timed_trigger
export VERILOG_FILES = /design/flow/design.v
export SDC_FILE = /design/flow/constraint.sdc
export NUM_CORES = 4
export LEC_CHECK = 1
export CORE_AREA = 10 10 103 103
export DIE_AREA = 0 0 113 113
==> /design/flow/constraint.sdc <==
current_design timed_trigger

set clk_period 3.7
set clk_io_pct 0.2

create_clock -name clk0 -period $clk_period [get_ports {int_clk}]

set non_clock_inputs [all_inputs -no_clocks]
set_input_delay [expr $clk_period * $clk_io_pct] -clock clk0 $non_clock_inputs
set_output_delay [expr $clk_period * $clk_io_pct] -clock clk0 [all_outputs]
==> GITHUB_STEP_SUMMARY <==
## Implementation flow summary

| Metric | Value |
|---|---|
| Vias in the first global route | `914` |
| Yosys chip area | `approximately 1300 sq um` |
| CP Data Required Time | `between 3 and 4 ns` |
| Hold Path Class | `flop to flop` |
| Wire per inst | `approximately 10 um` |
| Clock transition at path regs | `0.06 ns` |
| First-pass GRT wire length | `4381 um` |
| Post CTS Setup Buffer Count | `0` |
| Chip height | `113 um` |
| Pre-Repair DR Iteration Count | `4` |
| Setup crit end | `counter[26]$_SDFF_PN0_` |
| Number of OpenROAD warnings | `26` |
| Fmax | `0.5474 GHz` |
| Seq share, synth | `a little over two fifths` |
| Routed vias | `984` |
| Initial antenna violation count | `0` |
| Vias per cell | `3.968` |
| Synth Register Bits | `29` |
| Post-cts gate resize count | `0` |
| Top cells by area, synth | `dfxtp_1 (44%), xnor2_1 (8.6%), nand4_1 (4.7%), mux2i_1 (4.5%), nand3_1 (4.5%)` |
| Number of diodes | `0` |
| Fp_density | `15.95%` |
| Worst reg2reg path startpoint | `counter[0]$_SDFF_PN0_` |
| Num CTS Buffers | `5` |
| Synth unique cells | `34` |
| Crit-path max cell delay | `0.54 ns` |
| Clk_skew | `~0.003 ns` |
| Chip area | `12770 sq um` |
| Share of cells above drive strength 1 | `roughly an eighth` |
| Min Tclk post-route | `around 1.8 ns` |
| Max H-tree Level | `2` |
| Final design utilization | `18.69%` |
| DRC violation count after routing | `0` |
| Post-synth top cells | `dfxtp_1 (29), xnor2_1 (13), nand3_1 (12)` |
| Reg2Reg Depth | `5` |
| # Cells Yosys | `between 100 and 150` |
| Dominant cell by count in the synthesized netlist | `dfxtp_1` |
| Critical Path Fanout Max | `7` |
| Pleak | `a little under 0.0005 uW` |
| Worst setup SP type | `flop` |
| Port buffer count | `2` |
| Initial DRC count | `~90` |
| Max_slew headroom | `71.56%` |
| Post-Route WL | `2595 um` |
| CTS tree | `done` |
| Worst-Skew Late Latency | `0.28 ns` |
| I/O pin count | `3` |
| Dominant Register Cell | `dfxtp_1` |
| Yosys warnings | `1` |
| Die width | `113 um` |
| Post-Syn Area per Cell | `roughly 9.7 sq um` |
| Core area | `8299 sq um` |
| P per Cell Area | `approximately 390 nW/um^2` |
| Clock Sinks | `29` |
| Worst R2R Setup Slack | `1.87 ns` |
| Maximum VDD drop | `0.2396 mV` |
| Final period utilization | `49.38%` |
| Status | `finished clean` |
| TNS Setup | `0 ns` |
| Synth Instances | `roughly 140` |
| Worst Setup End Kind | `flop` |
| Top-area cell share | `43.86%` |
| CP Class | `flop to flop` |
| Largest net degree at the start of global routing | `11` |
| Number of routed nets with antenna violations | `0` |
| Gpl congestion | `0.8128` |
| Fillcell total | `a little over 900` |
| Gate Area | `703.2 sq um` |
| Slowest CP cell | `or4_4` |
| Slew @ Worst Pin | `0.4262 ns` |
| # rows | `33` |
| Final setup fails | `0` |
| Crit path from | `counter[0]$_SDFF_PN0_` |
| Synth area leader | `dfxtp_1` |
| Max-cap violation count | `0` |
| Register area | `580.6 sq um` |
| Critical-path cell list | `ha_1 > and3_2 > nand4_4 > or4_4 > a21oi_2` |
| CTS Buffer Depth | `2` |
| Synthesized area | `1324 sq um` |
| Worst R2R End | `counter[26]$_SDFF_PN0_` |
| Final Hold Viols | `0` |
| Async SR Flop Fraction | `0%` |
| Hold Buf Count CTS | `0` |
| Root buffer cell | `clkbuf_8` |
| Pins Over Slew Limit | `0` |
| Post-DP HPWL | `1790 um` |
| Global Route Usage Sum | `about 4%` |
| Post-synth EDFFs | `0` |
| Crit path DAT | `2.05 ns` |
| RSZ-0062 raised after global routing | `no` |
| Syn-to-layout area delta | `17.20%` |
| Grt ovf | `0` |
-- where the power goes --
group / switching [uW] / internal, uW / total (uW)
combinational: 0 / 0 / 0.000200
clock: 118 / 168 / 286
sequential: 0 / 312 / 312
-- kinds of logic (layout without fill, tap and decap cells) --
kind of cell | count (synthesis) | count (layout) | share of synthesized area (%)
AOI/OAI and AO/OA | 17 | 17 | 7.184
xor gates and xnor gates | 15 | 15 | 9.925
adders and majority gates | 2 | 2 | 1.890
buffers and inverters | 8 | 14 | 3.024
DFF | 29 | 29 | 43.86
muxes | 6 | 6 | 4.537
and+or+nand+nor | 60 | 60 | 29.59
-- worst min-delay path by stage --
stage                        end  cells after the start  slack [ns]              startpoint
6_report  counter[22]$_SDFF_PN0_                      1        0.48  counter[22]$_SDFF_PN0_
5_1_grt   counter[22]$_SDFF_PN0_                      1        0.50  counter[22]$_SDFF_PN0_
4_1_cts   counter[22]$_SDFF_PN0_                      1        0.48  counter[22]$_SDFF_PN0_
-- metal layers --
| layer | track usage, % | wire length, um |
|---|---|---|
| met5 | 0 | 0 |
| met4 | 0.5076 | 34 |
| met3 | 1.442 | 105 |
| met2 | 5.684 | 1003 |
| met1 | 5.707 | 1452 |
-- stage by stage --
stage	instances	hold slack [ns]	setup slack, ns	total power (uW)	cell area [sq um]
CTS	248	0.4769	1.869	604.7	1551
global placement	240	0.4636	1.892	319.1	1450
floorplan	137	0.4214	2.020	319.1	1324
finish	248	0.4756	1.873	598.4	1551
detailed placement	240	0.4681	1.873	319.1	1450
global route	248	0.5048	1.742	622.2	1551
-- layout by cell type (no fill, tap or decap) --
cell type / instances
nor2b_1: 1
o21ai_0: 10
a31o_2: 1
nand2_1: 3
and3_1: 6
dfxtp_1: 29
nor2_1: 7
and2_2: 1
nor4bb_1: 1
and3_2: 1
a21oi_2: 1
nand4_4: 1
nand4_1: 10
clkinv_2: 1
nor3b_1: 2
and4_4: 1
nor4_1: 1
xnor2_1: 13
o31ai_1: 1
and4_2: 3
nor3_1: 1
nor4b_1: 1
and4_1: 4
ha_1: 2
mux2i_1: 6
or4_4: 1
inv_1: 4
xor2_1: 2
clkdlybuf4s50_1: 2
nor2_2: 1
or3_1: 2
clkbuf_8: 7
a21oi_1: 4
nand3_1: 12
-- critical path, delay by kind of cell, from the launching register on --
family          cells  cell delay (ns)
compound gates      1             0.13
flops               1             0.41
simple gates        3             0.96
fa+ha+maj           1             0.26
-- registers in the layout, indices dropped and copies added, names as in the netlist --
name,cells
counter,27
trigger_ID,1
trigger,1
-- area by class of cell --
class | instances | share of cell area [%]
clock inverters | 1 | 0.3226
multi-input cells | 100 | 45.32
flip-flops and latches | 29 | 37.42
well taps | 105 | 8.468
clock buffers | 7 | 6.210
inverters | 4 | 0.9677
repair buffers | 2 | 1.290
Power figures rest on the tool's default switching activity, not on a simulated workload.
