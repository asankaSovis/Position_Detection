[flow/design.v]
module UART_Reciever (int_clk, rx_speed, din, data, ext_trigger, bit_ID, rx_clk);
	input [25:0] rx_speed;
	input int_clk, din;
	wire run, trigger;
	reg state;
	wire read_state;
	output [3:0] bit_ID;
	output [7:0] data;
	output ext_trigger;
	output rx_clk;
	initial begin
		state <= 0;
	end
	rx_clock module1 (int_clk, rx_speed, run, rx_clk);
	bit_counter_rx module2 (rx_clk, bit_ID, enable);
	reciever module3 (bit_ID, din, rx_clk, data);
	data_trigger module4 (read_state, din, trigger);
	recieve_trigger module5 (bit_ID, int_clk, ext_trigger);
	always @(posedge trigger or negedge enable) begin
		if (trigger == 1) begin
			state = 1;
		end else begin
			state = 0;
		end
	end
	assign run = state;
	assign read_state = bit_ID[0];
endmodule
module recieve_trigger (bit_ID, int_clk, trigger);
	input [3:0] bit_ID;
	input  int_clk;
	output reg trigger;
	reg end_rx = 1;
	reg [3:0] trigger_counter = 4'b0000;
	always @(posedge int_clk) begin
		if ((bit_ID == 4'b0000) && ~(end_rx) && trigger_counter[3]) begin
			trigger = 0;
			end_rx = 1;
			trigger_counter = 4'b0000;
		end else if ((bit_ID == 4'b0000) && ~(end_rx)) begin
			trigger = 1;
			trigger_counter = trigger_counter + 4'b0001;
		end else if (bit_ID != 4'b0000) begin
			end_rx = 0;
			trigger = 0;
		end
	end
endmodule
module reciever (bit_ID, din, rx_clk, data);
	input din, rx_clk;
	input [3:0] bit_ID;
	output reg [7:0] data;
	reg [9:0] cache_data;
	initial begin
		cache_data = 10'b00_0000_0000;
		data = 10'b00_0000_0000;
	end
	always @(negedge rx_clk) begin
		cache_data[bit_ID] = din;
		if (bit_ID == 4'b1001) begin
			data [7:0] = cache_data[9:2];
		end else begin
		end
	end
endmodule
module bit_counter_rx (rx_clk, bit_ID, enable);
	input rx_clk;
	output reg [3:0] bit_ID;
	output reg enable;
	initial begin
		bit_ID = 4'b0000;
	end
	always @(posedge rx_clk) begin
		if (bit_ID == 4'b1010) begin
			bit_ID = 4'b0000;
			enable = 0;
		end else begin
			bit_ID = bit_ID + 4'b0001;
			enable = 1;
		end
	end
endmodule
module rx_clock (int_clk, rx_speed, run, rx_clk);
	input [25:0] rx_speed;
	input int_clk, run;
	output reg rx_clk;
	reg [25:0] counter;
	initial begin
		counter <= 26'b00_0000_0000_0000_0000_0000_0000;
	end
	always @(posedge int_clk) begin
		if (run) begin
			counter <= counter + 26'b00_000_0000_0000_0000_0000_0001;
			if (counter == rx_speed) begin
				counter <= 26'b00_0000_0000_0000_0000_0000_0000;
				rx_clk <= ~rx_clk;
			end
		end else begin
			counter <= rx_speed;
			rx_clk <= 0;
		end
	end
endmodule
module data_trigger(bit_ID, din, trigger);
	input bit_ID;
	input din;
	output reg trigger;
	initial begin
		trigger = 0;
	end
	always @(negedge din or posedge bit_ID) begin
		if (bit_ID == 1) begin
			trigger = 0;
		end else begin
			trigger = 1;
		end
	end
endmodule
[flow/run.sh]
#!/bin/bash
# OpenROAD 26Q1-2900-gdf79404cd8, Yosys 0.63+post, stock flow scripts
make -C /OpenROAD-flow-scripts/flow DESIGN_CONFIG=/design/flow/config.mk WORK_HOME=/design/flow/orfs finish
[flow/config.mk]
export PLATFORM = sky130hd
export DESIGN_NAME = UART_Reciever
export DESIGN_NICKNAME = UART_Reciever
export VERILOG_FILES = /design/flow/design.v
export SDC_FILE = /design/flow/constraint.sdc
export NUM_CORES = 4
export LEC_CHECK = 1
export CORE_UTILIZATION = 40
[flow/constraint.sdc]
current_design UART_Reciever

set clk_period 3.7
set clk_io_pct 0.2

create_clock -name clk0 -period $clk_period [get_ports {din}]
create_clock -name clk1 -period $clk_period [get_ports {int_clk}]

set non_clock_inputs [all_inputs -no_clocks]
set_input_delay [expr $clk_period * $clk_io_pct] -clock clk0 $non_clock_inputs
set_output_delay [expr $clk_period * $clk_io_pct] -clock clk0 [all_outputs]
==> run summary <==
On the backend side, the flow ran end to end.

between 40 and 50 endpoints have no timing constraint. The leakage dissipation stands at roughly 1.6 nW. The leftover overflow at the end of global routing stands at 0.

Per the synthesis report, the adder-cell share of the synthesized area is 0.03017. STA classifies the critical path endpoint as a register. The number of antenna diodes in the final layout is 0. The analysis reports a worst IR drop on VDD of roughly 260 µV. The synth_stat.txt file lists the number of cells as 294. The run finished with clean final reports. The average wire length per cell after detail routing stands at roughly 14 µm. The post-route DRC violation count stands at 0.

Per the synthesis report, the AND-OR/OR-AND share of the synthesized area is 0.1319. The die is 87.19 µm wide. The total of endpoints with negative setup slack in the final report stands at 0.

Summing all flip-flop and latch instances after layout gives 0.001212 mm². The count of distinct cell types in the synthesized netlist stands at 48. Dividing the detail-routed via count by the number of cells gives approximately 5.0. For this design the top-level I/O count stands at 42.

The tightest hold path in the finished design has a slack of 0.4901 ns. The placed wire-length estimate stands at 4.251 mm. Per the synthesis report, the XOR/XNOR share of the synthesized area is 0.1599.

The instance area at placement stands at 0.003342 mm². In this design, the stage delay of the slowest critical-path cell is 0.49 ns. Of all flip-flops after synthesis, the portion carrying an async set or reset was 0.03571. Setup repair after global routing left no endpoint under its margin. The synthesized area per cell stands at 9.873 µm².

The via count of the first global-routing pass stands at 2715. Counting flops and latches in the post-synthesis netlist gives 56. The count of cells in the finished layout, fillers not included, comes to about 480. The final worst clock skew stands at 0.005841 ns. The biggest fanout along the worst timing path stands at 17. The final tally of hold violations stands at 0.

The synthesized-area fraction occupied by and/or/nand/nor cells stands at 0.1991. The timer found 22 register pins that no clock reaches; their paths are not timed. The synthesized instance count stands at between 200 and 300. The largest net degree at the start of global routing stands at 23. The floorplan row count stands at 30. The part of the Yosys area used for sequential elements stands at 0.4177.

The signal on the critical path passes through clkdlybuf4s50_1 -> xor2_1 -> nor4_1 -> nand4_2 -> o21ai_4 -> o2bb2ai_1. The OpenROAD report gives the critical path a required time of 3.86 ns. The mapped cell area stands at around 0.0029 mm². After clock tree synthesis, the setup repair step added 0 buffers. The initial antenna violation count stands at 0. The synthesized netlist has a Yosys-reported chip area of slightly below 0.003 mm².

The first global-routing pass estimated 11.34 mm of wire. Post-synth the commonest register cell is sky130_fd_sc_hd__dfxtp_1. Overall routing resource usage recorded by global route was 0.2039. By area the synthesized netlist is led by sky130_fd_sc_hd__dfxtp_1 (32%), sky130_fd_sc_hd__xor2_1 (12%), sky130_fd_sc_hd__edfxtp_1 (8.3%). The tightest slew margin relative to the limit stands at 0.5281. The fraction of layout instances using a drive strength above 1 stands at 0.1749. Summing over the stages, the warning tally comes to 31.

The arrival time of data at the worst endpoint is listed as roughly 2.6 ns. The number of slew-limit violations in the final report stands at 0. The pin closest to its max-slew limit shows a slew of between 0.7 and 0.8 ns.

The count of antenna-violating nets left after detailed routing stands at 0. After clock tree synthesis, the repair step resized 0 gates. In the final timing run, aggregate negative setup slack is 0 ns. Per the run summary, max-cap violations total 0. In this run the power density over the cells is 327.5 mW/mm². The area fraction of the largest cell type after synthesis is 0.3172. The chip occupies 0.007601 mm². TritonCTS built the clock tree.

The area fraction in mux cells stands at 0.01121. The number of DRC violations after detailed-routing iteration 0 stands at between 80 and 90. The post-synth count of flops with an enable pin is 8. The number of buffers inserted by port buffering stands at 40. The area added between synthesis and finish stands at 40.43%. The logic area stands at 0.001553 mm². The number of warning messages in the yosys log stands at 7. Looking at area per cell type in the netlist, the leader is sky130_fd_sc_hd__dfxtp_1. The timing report shows that the slowest cell on the worst path is sky130_fd_sc_hd__o21ai_4. After its last routability iteration, the placer logged a weighted congestion of 0.8267. The clock input transition at the sequential cells of the worst setup and hold paths stands at about 0.070 ns. The post-placement cell count stands at approximately 420. The first detailed-routing pass took 4 iterations. The finished layout cell area stands at 0.004076 mm². In the final layout, the fill cell count is around 560. For this block, the via count after detailed routing is 2413. The fraction of the core area occupied by cells at floorplan stands at 0.4203. The core area stands at about 0.0069 mm².

The most critical min-delay path falls under register to register. In the post-route report, total wirelength is listed as between 6 and 7 mm. For reference, the most critical setup path is categorized as primary input to register. The worst setup path is launched from a primary input. In the synthesized netlist, the dominant kind of combinational cell is simple AND/OR/NAND/NOR gates.

The die is just under 90 µm tall. For this design, the CTS-stage hold fixing added 0 buffers.
==> worst paths after layout <==
check	start	depth (start not counted)	endpoint	slack [ns]
setup / recovery	rx_speed[21]	6	module1.counter[12]	1.23
hold / removal	module5.trigger_counter[1]	2	module5.trigger_counter[1]	0.49
setup reg to reg	module1.counter[0]	6	module1.counter[22]	1.72
hold reg to reg	module5.trigger_counter[1]	2	module5.trigger_counter[1]	0.49
max in group clk0	module1.rx_clk	1	rx_clk	1.65
min in group clk0	module5.trigger	1	ext_trigger	1.73
==> stage by stage <==
step           setup slack (ns)    util  total power, mW
3_5_place_dp             0.9158  0.4839           0.5269
2_1_floorplan             1.688       -           0.4828
6_report                  1.233  0.5902            1.335
5_1_grt                   1.057  0.5902            1.406
3_3_place_gp             0.9245  0.4839           0.5269
4_1_cts                   1.214  0.5902            1.363
==> sequential cells by signal, indices dropped and copies added (netlist names) <==
name and flops:
module3.data 8, module4.trigger 1, module2.bit_ID 4, state 1
module5.trigger 1, module5.trigger_counter 4, module5.end_rx 1, module1.rx_clk 1
module3.cache_data 8, module1.counter 26, module2.enable 1
==> metal layers <==
| layer | part of all wire | GRT usage | routed length, µm | vias to the layer above |
|---|---|---|---|---|
| li1 | - | - | - | 1205 |
| met1 | 0.48 | 0.2824 | 3284 | 1112 |
| met2 | 0.43 | 0.2548 | 2937 | 78 |
| met3 | 0.071 | 0.1154 | 487 | 18 |
| met4 | 0.018 | 0.1088 | 125 | 0 |
| met5 | 0 | 0 | 0 | - |
==> worst max-delay path, delay by kind of cell <==
kind                   cells  cell delay [ns]
buffers and inverters      1             0.45
AND-OR/OR-AND              2             0.63
XOR/XNOR                   1             0.19
AND/OR/NAND/NOR            2             0.60
==> cell usage in the layout (no fill, tap or decap), types with 2 or more instances in the layout <==
cell,netlist,layout
sky130_fd_sc_hd__a211oi_2,3,3
sky130_fd_sc_hd__a21oi_1,5,5
sky130_fd_sc_hd__mux2_2,2,2
sky130_fd_sc_hd__o2bb2ai_1,17,17
sky130_fd_sc_hd__nor4_4,2,2
sky130_fd_sc_hd__nand3_1,15,15
sky130_fd_sc_hd__xor2_1,41,41
sky130_fd_sc_hd__clkbuf_8,0,50
sky130_fd_sc_hd__dfxtp_1,46,46
sky130_fd_sc_hd__clkdlybuf4s50_1,0,40
sky130_fd_sc_hd__and3_1,4,4
sky130_fd_sc_hd__o21ai_0,9,9
sky130_fd_sc_hd__a21o_1,2,2
sky130_fd_sc_hd__ha_1,7,7
sky130_fd_sc_hd__xnor2_1,12,12
sky130_fd_sc_hd__nand3b_1,2,2
sky130_fd_sc_hd__and2_1,3,3
sky130_fd_sc_hd__nor3_1,5,5
sky130_fd_sc_hd__nor2_1,22,22
sky130_fd_sc_hd__edfxtp_1,8,8
sky130_fd_sc_hd__conb_1,2,2
sky130_fd_sc_hd__nor4_1,8,8
sky130_fd_sc_hd__nand2_1,15,15
sky130_fd_sc_hd__clkbuf_1,5,11
sky130_fd_sc_hd__o31ai_1,2,2
sky130_fd_sc_hd__inv_1,14,14
sky130_fd_sc_hd__nand4_4,2,2
sky130_fd_sc_hd__a211oi_1,6,6
sky130_fd_sc_hd__a22o_1,3,3
sky130_fd_sc_hd__nand4_1,7,7
sky130_fd_sc_hd__and4_1,2,2
sky130_fd_sc_hd__nand2b_1,2,2
==> cell type report <==
type                       count  area share
multi-input combinational    210      0.3809
sequential                    56      0.2974
clock buffer                  61      0.1789
timing repair buffer          40     0.09822
tap                           96     0.02947
inverter                      14     0.01289
clock inverter                 2    0.002149
==> cells in the mapped netlist (2+ instances only) <==
library cell / n
sky130_fd_sc_hd__buf_6: 2
sky130_fd_sc_hd__nor3_1: 5
sky130_fd_sc_hd__xnor2_1: 12
sky130_fd_sc_hd__nand3_1: 15
sky130_fd_sc_hd__o21ai_0: 9
sky130_fd_sc_hd__nor2_1: 22
sky130_fd_sc_hd__a21o_1: 2
sky130_fd_sc_hd__o31ai_1: 2
sky130_fd_sc_hd__nor4_4: 2
sky130_fd_sc_hd__a211oi_2: 3
sky130_fd_sc_hd__nand4_4: 2
sky130_fd_sc_hd__nor4_1: 8
sky130_fd_sc_hd__inv_1: 14
sky130_fd_sc_hd__buf_2: 2
sky130_fd_sc_hd__a211oi_1: 6
sky130_fd_sc_hd__ha_1: 7
sky130_fd_sc_hd__nand3b_1: 2
sky130_fd_sc_hd__o2bb2ai_1: 17
sky130_fd_sc_hd__edfxtp_1: 8
sky130_fd_sc_hd__dfxtp_1: 46
sky130_fd_sc_hd__a22o_1: 3
sky130_fd_sc_hd__xor2_1: 41
sky130_fd_sc_hd__nand2b_1: 2
sky130_fd_sc_hd__a21oi_1: 5
sky130_fd_sc_hd__and4_1: 2
sky130_fd_sc_hd__and2_1: 3
sky130_fd_sc_hd__nand4_1: 7
sky130_fd_sc_hd__clkbuf_1: 5
sky130_fd_sc_hd__dlygate4sd1_1: 2
sky130_fd_sc_hd__nand2_1: 15
sky130_fd_sc_hd__mux2_2: 2
sky130_fd_sc_hd__conb_1: 2
sky130_fd_sc_hd__and3_1: 4
==> cell families after synthesis <==
| logic type | count (synthesis) |
|---|---|
| xor+xnor | 53 |
| compound gates | 49 |
| other cells | 2 |
| mux | 3 |
| flops | 56 |
| buf+inv | 28 |
| simple gates | 96 |
| fa+ha+maj | 7 |
==> where the power goes <==
group | internal (mW) | switching [mW]
logic | 0.0487 | 0.0332
registers | 0.383 | 0.0172
clock network | 0.594 | 0.260
total | 1.02 | 0.310
Power figures rest on the tool's default switching activity, not on a simulated workload.
