## /design/flow/config.mk

```make
export PLATFORM = sky130hd
export DESIGN_NAME = ADC_Read
export DESIGN_NICKNAME = ADC_Read
export VERILOG_FILES = /design/flow/design.v
export SDC_FILE = /design/flow/constraint.sdc
export NUM_CORES = 4
export LEC_CHECK = 1
export CORE_UTILIZATION = 40
```

## /design/flow/constraint.sdc

```tcl
current_design ADC_Read

set clk_period 2.8
set clk_io_pct 0.2

create_clock -name clk0 -period $clk_period [get_ports {int_clk}]

set non_clock_inputs [all_inputs -no_clocks]
set_input_delay [expr $clk_period * $clk_io_pct] -clock clk0 $non_clock_inputs
set_output_delay [expr $clk_period * $clk_io_pct] -clock clk0 [all_outputs]
```

## /design/flow/design.v

```verilog
module ADC_Read (int_clk, dout, cs, din, areading, read_clk);
	input int_clk, dout;
	output cs, din, read_clk;
	output [11:0] areading;
	ADC_signalling module1 (read_clk, threshold, dout, areading);
	rec_clock module2 (int_clk, read_clk);
	assign cs = 0;
	assign din = 0;
endmodule
module ADC_signalling (clk, threshold, dout, areading);
    input clk, dout;
	 input [11:0] threshold;
	 output reg [11:0] areading;
    reg [3:0] counter = 4'b1011;
	 reg [11:0] cache = 12'b0000_0000_0000;
    always @(negedge clk) begin
        counter = counter + 4'b0001;
        if (~(counter[2] && counter[3]))
            cache [counter] <= dout;
			if (counter[0] && counter[1] && counter[2] && counter[3]) begin
				areading[11] <= cache[0];
				areading[10] <= cache[1];
				areading[9] <= cache[2];
				areading[8] <= cache[3];
				areading[7] <= cache[4];
				areading[6] <= cache[5];
				areading[5] <= cache[6];
				areading[4] <= cache[7];
				areading[3] <= cache[8];
				areading[2] <= cache[9];
				areading[1] <= cache[10];
				areading[0] <= cache[11];
			end
    end
endmodule
module rec_clock(int_clk, clk);
	input int_clk;  
	output reg clk;  
	reg [15:0] divider;  
	initial begin
		divider <= 16'b0000_0000_0000;
	end
	always @(posedge int_clk) begin
		clk <= divider[15];
		divider = divider + 16'b0000_0000_0001;
	end
endmodule
module analog_2_digital(int_clk, analog_data, digital_data, threshold);
	input int_clk;
	input [11:0] analog_data, threshold;
	output reg digital_data;
	always @(posedge int_clk) begin
		digital_data <= (analog_data > threshold);
	end
endmodule
```

## /design/flow/run.sh

```bash
#!/bin/bash
# OpenROAD 26Q1-2900-gdf79404cd8, Yosys 0.63+post, stock flow scripts
make -C /OpenROAD-flow-scripts/flow DESIGN_CONFIG=/design/flow/config.mk WORK_HOME=/design/flow/orfs finish
```

==> reports/metrics.csv <==
stage,metric,value,unit
cts,cts_tree,yes,
worst_setup_path,crit_family,buffers and inverters,
sta,skew,0.00540,ns
finish,regArea,1140,um^2
worst_setup_path,crit_path_max_incr_delay,0.45,ns
route,wl_per_cell,11.9,um
worst_setup_path,worst_setup_path_start_kind,flop,
sta,fin_crit,1.58,ns
worst_setup_path,r2r_cells,5,
worst_setup_path,worst-path-buf-inv,1,
route,num_vias,1126,
cts,clk_pin_slew,0.06,ns
grt,grt_max_degree,29,
grt,grt_pass1_wl,4.68,mm
worst_setup_path,worstPathRequired,2.24,ns
finish,final_cell_area,2130,um^2
grt,grt_pass1_vias,1062,
die,rows,24,
pwr,p_per_area,198,nW/um^2
die,initCoreUtil,42.5,%
cts,holdBufCountCts,0,
logic_synthesis,yosys.area.top_type,edfxtp_1,
logic_synthesis,syn-cell-area,1900,um^2
logic_synthesis,avgSynthCellArea,12.3,um^2
die,core_area,4470,um^2
die,die_h,71.0,um
route,vias_per_cell,5.12,
finish,area_growth,11.8,%
logic_synthesis,ys_chip_area,1900,um^2
worst_setup_path,cp-end-kind,primary output,
grt,gr-usage-all-layers,11.9,%
worst_hold_path,hp-start,module2.divider[15],
worst_setup_path,arrival,1.02,ns
route,drt_iter0_drc,51,
cts,cts_buffer_depth,2,
route,antenna_cells,0,
cts,cts-root-buf,clkbuf_8,
cts,ctsResizeCount,0,
pwr,ir_drop,0.192,mV
worst_setup_path,critPathSlowestCell,clkdlybuf4s50_1,
die,dieArea,5030,um^2
placed_design,place_congestion,0.772,
route,routed_wl,2.63,mm
route,ant_nets,0,
sta,unclocked_pins,28,
sta,rsz0062_at_grt,false,
logic_synthesis,yosysCellCount,154,
logic_synthesis,top_cell,edfxtp_1,
logic_synthesis,netlist_instances,154,
logic_synthesis,ys_types,33,
worst_setup_path,crit_type,flop to primary output,
sta,slew_headroom,46.4,%
finish,drive_gt1_share,7.14,%
sta,setup_violations,0,
route,drcViolationCount,0,
cts,cts_buffers,3,
worst_setup_path,reg2reg_to,module2.divider[10],
logic_synthesis,netlist.area_leader.share,37.9,%
sta,finalSetupTns,0,ns
finish,post-route-util,47.5,%
cts,htree_levels,1,
worst_hold_path,hold_path_end,module2.clk,
worst_setup_path,cp_max_fo,2,
logic_synthesis,ys.flop_type,edfxtp_1,
worst_hold_path,hold_path.class,flop to flop,
placed_design,postPlaceCellArea,2080,um^2
sta,hold_viol,0,
cts,post_cts_buffers,0,
grt,gr-total-overflow,0,
worst_setup_path,crit_chain,clkdlybuf4s50_1,
sta,fin_hold_ws,0.371,ns
worst_setup_path,worstReg2RegStart,module2.divider[0],
route,firstDrtPassIters,22,
cts,clock_latency,0.25,ns
logic_synthesis,synth_flops,45,
finish,fillerInstances,387,
placed_design,port_buffers,14,
sta,slew_viol_final,0,
sta,fmax,633,MHz
logic_synthesis,ys_top_cells_by_area,"edfxtp_1 38%, dfxtp_1 22%, xnor2_1 5.5%, ha_1 3.9%, xor2_1 3.7%",
finish,mi_logic_area,688,um^2
worst_setup_path,r2r_setup_slack,1.42,ns
logic_synthesis,synth.top_cells.by_count,"24 x edfxtp_1, 21 x dfxtp_1, 13 x nand3_1",
grt,grt_antenna_before_repair,0,
status,outcome,completed,
sta,post-route-period-util,56.4,%
sta,unconstrained_endpoints,64,
logic_synthesis,synth-seq-area-share,60.0,%
pwr,power_leakage,0.701,nW
die,fp.dieW,71.0,um
worst_hold_path,hold_depth,0,
logic_synthesis,ys_warn_count,4,
placed_design,dpl.hpwl,1.99,mm
run,drv_cap,0,
logic_synthesis,synth-edff-count,24,
die,io_pins,17,
run,warnings,29,
sta,tightestPinTransition,0.798,ns
logic_synthesis,synthArstFlopShare,0,%
worst max path at each step:
| stage | start | endpoint | slack [ns] | depth (start not counted) |
|---|---|---|---|---|
| final | module2.clk | read_clk | 1.22 | 1 |
| after global routing | module2.clk | read_clk | 1.17 | 1 |
| after CTS | module2.clk | read_clk | 1.21 | 1 |
flip-flops by register name, summed over array words and instances, names as in the netlist:
register	flops
module1.counter	4
module1.areading	12
module1.cache	12
module2.clk	1
module2.divider	16
worst register-to-register path: stages (launching register included):
cell and delay [ns]:
dfxtp_1 0.37, ha_1 0.21, nand3_1 0.16, nor2_1 0.25
nand4_1 0.16, xnor2_1 0.14
power by group:
part	switching, mW	leakage (nW)	internal, mW
combinational	0.00220	0.312	0.00296
clock	0.0744	0.0255	0.0983
sequential	0	0.363	0.243
total	0.0766	0.701	0.344
through the flow:
step	setup WS (ns)	std cells	power (mW)
2_1_floorplan	1.59	155	0.253
3_5_place_dp	1.46	216	0.253
3_3_place_gp	1.48	216	0.253
6_report	1.22	220	0.421
4_1_cts	1.21	220	0.424
5_1_grt	1.17	220	0.439
cell usage in the layout, fill, tap and decap left out, types with 2 or more instances in the layout:
master           instances
nand2_1                 11
nor3_1                   3
o21ai_0                  6
buf_4                    2
dfxtp_1                 21
a32o_1                   4
inv_1                    7
clkdlybuf4s50_1         14
edfxtp_1                24
o31ai_1                  2
xor2_1                   8
nor2b_1                  2
mux2_2                   2
conb_1                   2
nor2_1                   8
nand3_1                 13
ha_1                     6
xnor2_1                 12
nand4_1                  5
clkbuf_8                 3
layout make-up:
| cell class | instances | share of cell area (%) |
|---|---|---|
| Inverter | 8 | 1.41 |
| Multi-Input combinational cell | 95 | 32.4 |
| Sequential cell | 45 | 53.7 |
| Clock inverter | 1 | 0.235 |
| Timing Repair Buffer | 16 | 7.30 |
| Tap cell | 52 | 3.06 |
| Clock buffer | 3 | 1.94 |
metal layers:
layer | GRT usage [%] | wire length (um) | vias up
met4 | 0.222 | 0 | 0
met3 | 2.46 | 60 | 0
met1 | 18.6 | 1350 | 526
met2 | 19.4 | 1220 | 27
met5 | 0 | 0 | -
li1 | - | - | 573
kinds of logic (layout without fill, tap and decap cells):
| group | after synthesis | in the layout | synth area share (%) |
|---|---|---|---|
| flip-flops | 45 | 45 | 60.0 |
| other | 1 | 2 | 0.197 |
| AND/OR/NAND/NOR | 46 | 46 | 12.1 |
| multiplexers | 3 | 3 | 1.78 |
| adder cells (fa/ha/maj) | 6 | 6 | 3.95 |
| buffers and inverters | 15 | 28 | 4.01 |
| XOR/XNOR | 21 | 21 | 10.7 |
| AND-OR/OR-AND | 17 | 17 | 7.30 |
Power and IR drop assume default switching activity.
